$ cat flow/design.v
module dff_ram_8x72 (
    input wire clk,
    input wire wr_n,
    input wire [2:0] address,
    input wire [71:0] wdata,
    output reg [71:0] rdata
);
    wire [71:0] rdata_inst2;
    wire [71:0] rdata_inst1;
    wire en_1 , en_2;
    assign en_1 = address[2];
    assign en_2 = !(address[2]);
    dff_ram_4x72 instance_0 (
        .clk(clk),
        .en_n(en_1),
        .wr_n(wr_n), 
        .add({address[1:0]}),
        .wdata(wdata),
        .rdata(rdata_inst1)
    );
    dff_ram_4x72 instance_1 (
        .clk(clk),
        .en_n(en_2),
        .wr_n(wr_n), 
        .add({address[1:0]}),
        .wdata(wdata),
        .rdata(rdata_inst2)
    );
    always @* begin
        if (address[2] == 0) begin
            rdata = rdata_inst1;
        end else begin
            rdata = rdata_inst2;
        end
    end
endmodule
module dff_ram_4x72 (
    input wire clk,
    input wire [1:0]add,
    input wire en_n,
    input wire wr_n,
    input wire [71:0]wdata,
    output reg [71:0]rdata
);
    reg [71:0] mem [0:3];
    always @(posedge clk) begin
        if(!en_n)begin
            if(!wr_n)begin
                    mem[add]<= wdata;
            end
            else if(wr_n) begin
                rdata<=mem[add];
            end
        end
end
endmodule
$ cat flow/run.sh
#!/bin/bash
# OpenROAD 26Q1-2900-gdf79404cd8, Yosys 0.63+post, stock flow scripts
make -C /OpenROAD-flow-scripts/flow DESIGN_CONFIG=/design/flow/config.mk WORK_HOME=/design/flow/orfs finish
$ cat flow/config.mk
export PLATFORM = sky130hd
export DESIGN_NAME = dff_ram_8x72
export DESIGN_NICKNAME = dff_ram_8x72
export VERILOG_FILES = /design/flow/design.v
export SDC_FILE = /design/flow/constraint.sdc
export NUM_CORES = 4
export LEC_CHECK = 1
export CORE_UTILIZATION = 30
export SYNTH_HDL_FRONTEND = slang
$ cat flow/constraint.sdc
current_design dff_ram_8x72

set clk_period 12.4
set clk_io_pct 0.2

create_clock -name clk0 -period $clk_period [get_ports {clk}]

set non_clock_inputs [all_inputs -no_clocks]
set_input_delay [expr $clk_period * $clk_io_pct] -clock clk0 $non_clock_inputs
set_output_delay [expr $clk_period * $clk_io_pct] -clock clk0 [all_outputs]
==> results.json <==
{
  "yosysWarnings": 0,
  "grt_antenna_before_repair": 5,
  "root_buffer": "clkbuf_16",
  "antennaDiodeCount": 0,
  "nFillCells": 7544,
  "skew_ns": 0.0186,
  "drt-wirelength-per-cell_um": 21.5,
  "pre_cts_slack_ns": 5.65,
  "area_growth_pct": 20.4,
  "vias": 10900,
  "numPortBuffers": 148,
  "tightestPinTransition_ns": 0.856,
  "mux_share_pct": 15.6,
  "post-route-period-util_pct": 54.2,
  "die_x_um": 297,
  "rows": 107,
  "worst-setup-path-type": "input pin to output pin",
  "worst_slack_ns": 5.68,
  "cts_buffer_depth": 3,
  "p_leak_nw": 9.74,
  "avgSynthCellArea_um2": 26.3,
  "power_density_nw_per_um2": 163,
  "worst_hold_slack_ns": 0.621,
  "cp_max_fo": 35,
  "grt_pass1_vias": 12000,
  "irDropWorstVdd_v": 0.0000954,
  "max_freq_ghz": 0.149,
  "clk_pin_slew_ns": 0.06,
  "simple_gate_share_pct": 0.327,
  "crit_required_ns": 9.92,
  "cts_tree": "yes",
  "end_kind": "output pin",
  "coreArea_um2": 85500,
  "slew_violations": 0,
  "htreeDepth": 3,
  "status": "completed",
  "grt_setup_unrepaired": "false",
  "drive_above_1_share_pct": 28.8,
  "syn_area_um2": 26000,
  "drcViolationCount": 0,
  "drv_cap": 0,
  "first_pass_iters": 4,
  "tns_ns": 0,
  "die_h_um": 297,
  "hold_path_class": "flip-flop to flip-flop",
  "seqCellArea_um2": 21600,
  "hold_buffers": 0,
  "ys_area_um2": 26000,
  "numSynthFlops": 720,
  "ctsResizeCount": 0,
  "chip_area_um2": 88000,
  "ys_sh_adder_pct": 0,
  "post-cts-setup-buffer-count": 0,
  "tool_warnings": 25,
  "drtIter0Drc": 571,
  "postLayoutCoreUtil_pct": 36.6,
  "grt_pass1_wl_um": 75800,
  "setup_viol": 0,
  "logic_family": "multiplexers",
  "ys_cells": 990,
  "postRouteWirelength_um": 51700,
  "crit_arrival_ns": 4.24,
  "startpoint_type": "input pin",
  "ys_sh_aoi_pct": 0,
  "grt_usage_pct": 12.8,
  "min_period_ns": 6.72,
  "power.total_mw": 5.11,
  "relSlewSlack_pct": 42.5,
  "hpwlAfterDp_um": 28300,
  "yosysUniqueCellTypes": 14,
  "place_congestion": 0.745,
  "initial_core_util_pct": 30.4,
  "comb_area_um2": 4220,
  "worstSkewPairLatency_ns": 0.61,
  "ant_nets": 0,
  "hold_viol_final": 0,
  "grt_max_degree": 46,
  "xor_share_pct": 0,
  "synthCells": 990,
  "overflow": 0,
  "ios": 149,
  "yosysSeqAreaShare_pct": 83.0,
  "clkSinkCount": 720,
  "numCtsBuffers": 77,
  "viasPerCell": 4.54
}
-- logic make-up after synthesis --
family,count (synthesis)
muxes,216
DFF,720
buffers and inverters,44
and+or+nand+nor,10
-- layout by cell type, fill, tap and decap left out --
cell and count:
mux2_2 72, clkinv_16 1, nor4bb_4 3, clkinvlp_4 3, clkdlybuf4s50_1 145, inv_6 2, nor4_2 1, buf_4 37
and2_4 1, clkinv_1 19, mux4_2 144, nor2b_4 1, edfxtp_1 720, clkinv_4 1, nor4b_2 3, inv_16 3
buf_8 1, and4b_4 1, clkinv_2 9, buf_6 1, clkbuf_1 16, clkbuf_16 80
-- Yosys cell counts --
cell type	count	area share, %
buf_4	1	0.029
nor4_1	1	0.024
and4b_1	1	0.038
mux2_2	72	3.1
clkbuf_1	6	0.086
nor2b_1	1	0.024
buf_1	2	0.029
buf_6	10	0.43
mux4_2	144	12
nor4b_1	3	0.10
edfxtp_1	720	83
buf_2	25	0.48
nor4bb_1	3	0.12
and2_1	1	0.024
-- power by group --
| part | internal (mW) | switching (mW) | leakage (nW) | total, mW |
|---|---|---|---|---|
| combinational | 0.121 | 0.117 | 2.03 | 0.239 |
| clock | 1.19 | 0.898 | 1.12 | 2.09 |
| sequential | 2.77 | 0.0178 | 6.58 | 2.79 |
-- sequential cells by signal, indices dropped and copies added (netlist names) --
signal            cells
instance_0.rdata     72
instance_1.rdata     72
instance_1.mem      288
instance_0.mem      288
-- per-stage QoR --
step / instances / cell area, um2
finish: 2408 / 31300
global placement: 2274 / 29000
CTS: 2408 / 31300
global route: 2408 / 31300
detailed placement: 2274 / 29000
floorplan: 990 / 26000
-- routing by layer --
| metal | wire length [um] | share of wire [%] | GRT usage (%) | up-vias |
|---|---|---|---|---|
| li1 | - | - | - | 4718 |
| met5 | 59 | 0.11 | 0 | - |
| met3 | 7470 | 14 | 9.24 | 72 |
| met2 | 25500 | 49 | 19.6 | 630 |
| met4 | 924 | 1.8 | 2.21 | 10 |
| met1 | 17800 | 34 | 15.0 | 5503 |
-- area by class of cell --
type,count,share of cell area [%]
Sequential cell,720,69.0
Clock inverter,38,0.814
Timing Repair Buffer,184,5.60
Clock buffer,96,6.58
Multi-Input combinational cell,226,13.5
Tap cell,1144,4.57
-- worst paths after layout --
check	start	to	slack (ns)	depth (start not counted)
worst max-delay path	address[2]	rdata[16]	5.68	4
worst min register to register	instance_0.mem[2][19]$_DFFE_PP_	instance_0.rdata[19]$_DFFE_PP_	0.62	1
worst min-delay path	instance_0.mem[2][19]$_DFFE_PP_	instance_0.rdata[19]$_DFFE_PP_	0.62	1
worst max register to register	instance_1.mem[3][61]$_DFFE_PP_	instance_1.rdata[61]$_DFFE_PP_	11.26	1
-- critical path: stages --
cell             delay [ns]
buf_4                  0.34
buf_4                  0.51
mux2_2                 0.40
clkdlybuf4s50_1        0.41
No activity file was given, so power comes from the tool's default toggle rates.
