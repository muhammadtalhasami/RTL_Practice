==> design.v <==
module bytemasking (addr,wr,clk,w_mask,c_en,wr_data,rd_data);
    input wire [7:0] addr;
    input wire clk;
    input wire wr;
    input wire c_en;
    input wire [3:0] w_mask;
    input wire [31:0] wr_data;
    output reg [31:0] rd_data;
    reg [31:0] mem_array[255:0];
    always @(posedge clk) begin
      if(wr)begin
      if(w_mask[0])begin
        mem_array[addr][7:0]<=wr_data[7:0];
      end
        if(w_mask[1])begin
        mem_array[addr][15:8]<=wr_data[15:8];
      end
        if(w_mask[2])begin
        mem_array[addr][23:16]<=wr_data[23:16];
      end
        if(w_mask[3])begin
        mem_array[addr][31:24]<=wr_data[31:24];
      end
       else begin
     rd_data <= mem_array[addr][31:0];
      end
      end
      else begin
     rd_data <= mem_array[addr][31:0];
      end
    end
  endmodule
==> run.sh <==
#!/bin/bash
# OpenROAD 26Q1-2900-gdf79404cd8, Yosys 0.63+post, stock flow scripts
make -C /OpenROAD-flow-scripts/flow DESIGN_CONFIG=/design/flow/config.mk WORK_HOME=/design/flow/orfs finish
==> config.mk <==
export PLATFORM = sky130hd
export DESIGN_NAME = bytemasking
export DESIGN_NICKNAME = bytemasking
export VERILOG_FILES = /design/flow/design.v
export SDC_FILE = /design/flow/constraint.sdc
export NUM_CORES = 4
export LEC_CHECK = 1
export CORE_UTILIZATION = 30
export SYNTH_HDL_FRONTEND = slang
export SYNTH_MEMORY_MAX_BITS = 65536
==> constraint.sdc <==
current_design bytemasking

set clk_period 47.0
set clk_io_pct 0.2

create_clock -name clk0 -period $clk_period [get_ports {clk}]

set non_clock_inputs [all_inputs -no_clocks]
set_input_delay [expr $clk_period * $clk_io_pct] -clock clk0 $non_clock_inputs
set_output_delay [expr $clk_period * $clk_io_pct] -clock clk0 [all_outputs]
==> flow_summary.ini <==
; implementation run metrics
[synth]
synth_seq_share = 0.788
mappedNetlistArea_um2 = 313000
postSynthAreaPerCell_um2 = 22.2
largest_area_cell = edfxtp_1
ys_chip_area_um2 = 313000
ys_warn_count = 0
edf_count = 8224
ff_type = edfxtp_1
topCellsByArea = edfxtp_1, mux4_2, a22oi_1, nor2_1, a21oi_1
synth_top_area_share = 0.788
ys_cells = 14080
async_reset_ff_frac = 0
ys.flops = 8224
syn_inst = 14080
netlist-cell-type-count = 20

[critical_path]
crit_path_cell_trace = buf_16 -> buf_4 -> buf_4 -> buf_4 -> buf_4 -> buf_4 -> buf_4 -> buf_12 -> buf_4 -> mux4_2 -> a22oi_1 -> a21oi_1 -> o41ai_1 -> buf_4 -> nand4_1
crit_top_cell = buf_4
cp-startpoint = addr[0]
arrival_ns = 17.10
end_kind = register
path_class = in -> reg
worstPathRequired_ns = 47.86
r2r-start = mem_array[175][15]
critPathLaunchType = input port
slowest_stage = buf_4
max_stage_delay_ns = 0.70
crit_fanout = 69

[detailed_routing]
wirelength_um = 787000
drt-pass1-iter-count = 6
drtIter0Drc = 9454
num_vias = 145890
drc_errors = 0
route.antenna.remaining_nets = 0
post_drt_via_cell_ratio = 5.03
wl_per_cell_um = 27.1

[placed_design]
dpl.hpwl_um = 458000
place_inst = 27483
gp_congestion = 0.840
dp_worst_setup_slack_ns = 29.27
placed_cell_area_um2 = 332000
port_buffers = 77

[clock_network]
cts_resized = 0
cts_tree = yes
htreeDepth = 6
clock_sinks = 8224
post-cts-setup-buffer-count = 0
cts_made_buffers = 814
path_clk_slew_ns = 0.06
clk_latency_ns = 1.17
cts-root-buf = clkbuf_16
cts_hold_buffers = 0
clockBufferDepth = 4

[cells_and_area]
design_area_um2 = 357000
layout_top_cells = edfxtp_1, mux4_2, nor2_1, a22oi_1, clkbuf_16
drive_gt1_frac = 0.247
lay_top_count = edfxtp_1
finalNonFillerCells = 29009
area_growth_syn_to_layout_pct = 14.0

[grt]
grt_use_total = 0.160
grt_pass1_wl_um = 1130000
first_global_vias = 162632
grt.overflow.total = 0
grt_max_degree = 148
antenna_found_initial = 40

[floorplan]
core_um2 = 1040000
rows = 375
die_area_um2 = 1050000
die_h_um = 1020
initCoreUtil = 0.301
die_width_um = 1020
io_pins = 79

[timing]
period_used_share = 0.346
fmaxAchievable_ghz = 0.0616
tightest_slew_ns = 1.52
period_minus_slack_ns = 16.24
setup_ws_ns = 30.76
skew_ns = 0.0466
max_slew_margin = -0.0145
setup_violations = 0
rsz0062_at_grt = false
tns_ns = 0
maxSlewViolCount = 5
hold_viol_final = 0

[status]
violations = max-capacitance violations, max-slew violations
outcome = complete, but fails checks

[job]
maxCapViolCount = 1
tool_warnings = 55

[pwr]
ir_drop_mv = 0.0441
power_density_nw_per_um2 = 41.9
leakage_nw = 106
total_power_mw = 14.9

[hold_path]
hp-start = mem_array[243][31]
hold_path_class = reg -> reg
cells by family after synthesis:
kind of cell / after synthesis / synth area share
flops: 8224 / 0.788
mux: 2048 / 0.147
compound gates: 1664 / 0.0363
simple gates: 1212 / 0.0150
buf+inv: 932 / 0.0131
cells in the mapped netlist, types with 30 or more instances:
| master | number |
|---|---|
| edfxtp_1 | 8224 |
| a21oi_1 | 512 |
| o41ai_1 | 128 |
| buf_4 | 30 |
| nand4_1 | 32 |
| nand2_1 | 103 |
| mux4_2 | 2048 |
| buf_6 | 38 |
| buf_1 | 95 |
| clkbuf_1 | 605 |
| buf_2 | 163 |
| a22oi_1 | 1024 |
| nor2_1 | 1042 |
per-layer routing:
metal / vias up / track usage / share of wire / routed length (um)
li1: 60987 / - / - / -
met1: 75387 / 0.174 / 0.32 / 250000
met2: 8114 / 0.243 / 0.48 / 375000
met3: 1340 / 0.123 / 0.17 / 131000
met4: 62 / 0.0496 / 0.039 / 30400
met5: - / 0.00901 / 0.0019 / 1460
critical path, delay by kind of cell:
kind	cells	cell delay, ns
buffers and inverters	10	5.38
AND-OR/OR-AND	3	1.26
multiplexers	1	0.59
AND/OR/NAND/NOR	1	0.14
power breakdown:
group | switching, mW | leakage, nW | total, mW | internal [mW]
logic | 0.430 | 19.5 | 0.656 | 0.226
clock network | 2.68 | 12.3 | 6.19 | 3.51
registers | 0.0135 | 73.9 | 8.10 | 8.08
total | 3.13 | 106 | 14.9 | 11.8
state kept, by name, summed over array words and instances (netlist names):
register	cells
mem_array	8192
rd_data	32
final cells by class:
type,instances,area [um2]
Fill cell,94806,685000
Sequential cell,8224,247000
Multi-Input combinational cell,4924,62600
Clock buffer,1033,21500
Tap cell,13760,17200
Timing Repair Buffer,574,4930
Clock inverter,453,3750
Antenna cell,40,100
Inverter,1,5.00
final timing paths:
path / to / slack [ns] / cells past startpoint
worst min-delay path: rd_data[31] / 1.03 / 5
worst min register to register: rd_data[31] / 1.03 / 5
worst max register to register: rd_data[15] / 43.90 / 6
worst max-delay path: rd_data[7] / 30.76 / 15
through the flow:
step                hold WS [ns]  utilization
floorplan                  0.896            -
global placement            1.00        0.318
detailed placement          1.01        0.318
CTS                         1.04        0.343
global route                1.05        0.343
finish                      1.03        0.343
Power is estimated from default activity; no workload was simulated.
