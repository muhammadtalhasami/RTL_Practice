$ cat flow/config.mk
export PLATFORM = sky130hd
export DESIGN_NAME = mem
export DESIGN_NICKNAME = mem
export VERILOG_FILES = /design/flow/design.v
export SDC_FILE = /design/flow/constraint.sdc
export NUM_CORES = 4
export LEC_CHECK = 1
export CORE_UTILIZATION = 40
export SYNTH_HDL_FRONTEND = slang
export SYNTH_MEMORY_MAX_BITS = 65536
$ cat flow/run.sh
#!/bin/bash
# OpenROAD 26Q1-2900-gdf79404cd8, Yosys 0.63+post, stock flow scripts
make -C /OpenROAD-flow-scripts/flow DESIGN_CONFIG=/design/flow/config.mk WORK_HOME=/design/flow/orfs finish
$ cat flow/constraint.sdc
current_design mem

set clk_period 48.7
set clk_io_pct 0.2

create_clock -name clk0 -period $clk_period [get_ports {clk}]

set non_clock_inputs [all_inputs -no_clocks]
set_input_delay [expr $clk_period * $clk_io_pct] -clock clk0 $non_clock_inputs
set_output_delay [expr $clk_period * $clk_io_pct] -clock clk0 [all_outputs]
$ cat flow/design.v
module mem (addr,wr,clk,bit_mask,c_en,wr_data,rd_data);
    input wire [7:0] addr;
    input wire clk;
    input wire wr;
    input wire c_en;
    input wire [31:0] bit_mask;
    input wire [31:0] wr_data;
    output reg [31:0] rd_data;
    reg [31:0] mem_array [255:0];
    always @(posedge clk) begin
    if (c_en) begin
        if (wr) begin
           mem_array[addr][31:0] <= wr_data & bit_mask;
          end
         if(!wr) begin
         rd_data <= mem_array[addr][31:0];
        end
      end
      else begin
     rd_data <= mem_array[addr][31:0];
      end
    end
endmodule
==> notes.md <==
Implementation numbers.

- The post-route setup TNS is 0 ns.
- The worst reg2reg path endpoint reads rd_data[5].
- The net switching fraction of the power reads 0.215.
- The CTS buffer count is 799.
- The maximum root-to-sink buffer count is 4.
- Of the total power, combinational logic draws 0.049.
- The count of maximum capacitance violations reads 0.
- The number of fill cells in the layout is 61700.
- Entering global routing, the biggest net connects 97 pins.
- The worst path required time reads ~50 ns.
- The die area reads between 700000 and 800000 µm².
- The clock period minus worst slack reads around 16 ns.
- Note that the worst hold path type here is flip-flop to flip-flop.
- The routed via count is 146000.
- The most frequent logic cell in the layout reads sky130_fd_sc_hd__edfxtp_1.
- The number of buffers added on ports is 106.
- For this sky-water flow run, the detailed-routed wirelength per cell is reported as about 35 µm.
- Post-route period utilization is reported as 0.325.
- The die is 882 µm wide.
- The synthesis warning total reads 0.
- Setup repair after global routing left no endpoint under its margin.
- The run finished with clean final reports.
- The number of pins exceeding their max-slew limit in the final report is 0.
- The most repeated library cell on the critical path reads sky130_fd_sc_hd__buf_4.
- The critical path launch point type reads an input port.
- The chip area line of the yosys report reads 309000 µm².
- The total setup buffers inserted after CTS reads 0.
- The worst path setup slack after routing reads ~33 ns.
- The CTS log lists the clock sinks for this run as 8224.
- In the synthesized netlist the async set-or-reset flop fraction comes to 0.
- The core region is ~770000 µm².
- The total net switching power is 0.00310 W.
- The average instance area after synthesis is approximately 24 µm².
- The initial antenna violation count reads 56.
- The internal portion of total power reads 0.0113 W.
- The DRC violation total after the first TritonRoute iteration is ~10000.
- For this configuration, the core starts out at a cell density of 0.402.
- Logic depth along the worst register-to-register path is recorded as 7.
- The clock-pin slew on the worst setup and hold paths reads approximately 0.06 ns.
- The largest driver fanout on the critical path reads ~68.
- The transition at the pin with the smallest max-transition slack reads 1.41 ns.
- The count of buffering cells on the critical path with inverters included is 10.
- The reg-to-reg startpoint reads mem_array[236][5].
- In this run the layout overhead on the synthesized area is reported as 14.7%.
- The HPWL reported at the end of detailed placement is ~530000 µm.
- The via count of the first global-routing pass is 162000.
- The height of the die reads 882 µm.
- The last timing report of the flow puts the setup violation total at 0.
- The worst min-delay path startpoint is mem_array[16][31].
- Sorting the synthesized cells by area gives the leading types as sky130_fd_sc_hd__edfxtp_1 80%, sky130_fd_sc_hd__mux4_2 15%, sky130_fd_sc_hd__a22oi_1 2.5%.
- The sort of element at the end of the critical path reads a flip-flop.
- The count of flip-flops with a built-in enable after synthesis reads 8224.
- The sum of overflow across all layers after global routing reads 0.
- The worst stage delay on the critical path is about 0.74 ns.
- Of the total power, the clock network draws 0.409.
- The power density relative to cell area reads 40.7 nW/µm².
- The kind of critical path is input port to flip-flop.
- In this run the critical path is formed by buf_16 > buf_4 > buf_4 > buf_4 > buf_4 > buf_4 > buf_4 > buf_4 > mux4_2 > a22oi_1 > a21oi_1 > buf_4 > o41ai_4 > buf_4 > nand4_1.
- During I/O placement, the number of pins put on the boundary was 107.
- The part of the total power dissipated in sequential elements is 0.542.
- Yosys mapped the design onto 20 distinct sky130hd cell types.
- The number of warnings in the stage logs reads 27.
- The total detailed-routing wirelength is 885000 µm.
- The static leakage power reads 97.8 nW.
- The TritonCTS clock tree reads done.
- The hold-fix buffer count after cts reads 0.
- The flop and latch count out of synthesis is approximately 8000.
- After technology mapping, the gate count stands at 13100.
- The count of antenna-violating nets left after detailed routing reads 0.
- The worst reg-to-reg setup slack reads 45.23 ns.
- The detailed-router iteration count before antenna repair is 5.
- The number of cells in the yosys synthesis report is 13100.
- The total cell area at the placement stage reads 330000 µm².
- The share of the synthesized area in the top cell type reads 0.798.
- The endpoint of the worst hold path reads rd_data[31].
- The main flop type reads sky130_fd_sc_hd__edfxtp_1.
- The cell depth of the worst min-delay path is 5.
- The global-route usage over all layers reads 0.253.
- The initialized floorplan defines 322 standard-cell rows.
- Post-CTS repair changed the size of 0 cells.
- The first global-routing pass estimated 1240000 µm of wire.
- The post-layout instance area is around 350000 µm².
- The timing-limited maximum frequency reads 0.0631 GHz.
- The clock latency reported for the late side of the worst-skew pair reads 1.17 ns.
- The data arrival time of the critical path is 16.72 ns.
- The congestion estimate from routability-driven global placement came to 0.889.
- Clock skew on the completed layout was measured at 0.0512 ns.
- The post-detailed-route via-to-cell ratio is 5.85.
- The synthesized cell area is just over 300000 µm².
- In the routed design, unresolved DRC markers number 0.
- Sorting the Yosys area breakdown by cell type puts at the top sky130_fd_sc_hd__edfxtp_1.
- The final hold violation count recorded for this run is 0.
- The slew check shows that the tightest pin keeps a relative margin of 0.0568.
- The critical path's slowest cell reads sky130_fd_sc_hd__o41ai_4.
- The share of cells above drive strength 1 is 0.300.
- The worst VDD IR drop from the latest analysis is 0.0434 mV.
- The kind of cell adding the most delay to the critical path reads buffers and inverters.
- The deepest level of the CTS H-tree reads 6.
- The cell chosen for the clock root is sky130_fd_sc_hd__clkbuf_16.
- The sequential element share of the synthesized area is 0.798.
- The library cells used most frequently in the layout, excluding fill and tap cells, are 8224 x sky130_fd_sc_hd__edfxtp_1, 2048 x sky130_fd_sc_hd__mux4_2, 1024 x sky130_fd_sc_hd__a22oi_1.
- Before CTS, the worst setup slack after placement is 31.46 ns.
[cells by family (layout without fill, tap and decap cells)]
family | after synthesis | count (layout) | synth area share
and+or+nand+nor | 373 | 373 | 0.00518
AOI/OAI and AO/OA | 1664 | 1664 | 0.0367
DFF | 8224 | 8224 | 0.798
buffers and inverters | 788 | 2479 | 0.0109
muxes | 2048 | 2048 | 0.149
other | 0 | 33 | 0
[state kept, by name, summed over array words and instances (netlist names)]
signal / count
mem_array: 8192
rd_data: 32
[tightest hold or removal path, stage by stage, from the launching register on]
cell and delay [ns]:
sky130_fd_sc_hd__edfxtp_1 0.33, sky130_fd_sc_hd__mux4_2 0.23, sky130_fd_sc_hd__a22oi_1 0.07, sky130_fd_sc_hd__a21oi_1 0.18, sky130_fd_sc_hd__o41ai_2 0.08, sky130_fd_sc_hd__nand4_1 0.08
[Yosys cell counts (6+ instances only)]
master                        n
sky130_fd_sc_hd__buf_1       73
sky130_fd_sc_hd__nand4_1     32
sky130_fd_sc_hd__buf_4       34
sky130_fd_sc_hd__mux4_2    2048
sky130_fd_sc_hd__nor2b_1      6
sky130_fd_sc_hd__buf_6        7
sky130_fd_sc_hd__nor2_1     259
sky130_fd_sc_hd__and2_1      35
sky130_fd_sc_hd__o41ai_1    128
sky130_fd_sc_hd__a22oi_1   1024
sky130_fd_sc_hd__nand2_1     34
sky130_fd_sc_hd__clkbuf_1   489
sky130_fd_sc_hd__a21oi_1    512
sky130_fd_sc_hd__edfxtp_1  8224
sky130_fd_sc_hd__buf_2      185
[metrics by stage]
stage	power, W	instances	utilization	hold WS (ns)
2_1_floorplan	0.00834	13100	-	0.896
3_3_place_gp	0.00867	23500	0.428	1.07
3_5_place_dp	0.00868	23500	0.429	1.06
4_1_cts	0.0145	25000	0.461	1.06
5_1_grt	0.0148	25000	0.461	1.09
6_report	0.0144	25000	0.461	1.06
[how the worst max path moves through the flow]
stage | from | end | slack, ns | cells past startpoint
6_report | addr[1] | rd_data[7] | 32.86 | 15
4_1_cts | addr[1] | rd_data[18] | 32.70 | 14
5_1_grt | addr[0] | rd_data[19] | 32.50 | 14
[power groups by stage]
stage	logic [W]	registers [W]	clock network (W)
after CTS	0.000710	0.00782	0.00600
after global routing	0.000751	0.00782	0.00626
final	0.000707	0.00782	0.00591
[area by class of cell]
type	count	area (µm²)	share of cell area
antenna	33	82.6	0.000233
clock buffer	1003	21100	0.0593
sequential	8224	247000	0.696
tap	10200	12800	0.0360
timing repair buffer	1028	8250	0.0233
multi-input combinational	4085	62100	0.175
clock inverter	448	3650	0.0103
[routing by layer]
metal,share of wire,routed length [µm],GRT usage,vias to the layer above
li1,-,-,-,59200
met1,0.28,250000,0.271,75000
met2,0.45,401000,0.351,10600
met3,0.21,183000,0.232,1501
met4,0.055,48400,0.103,68
met5,0.0018,1560,0.0128,-
Power is estimated from default activity; no workload was simulated.
